$ cat design/flow/config.mk
export PLATFORM = sky130hd
export DESIGN_NAME = ProgramCounter
export DESIGN_NICKNAME = ProgramCounter
export VERILOG_FILES = /design/flow/design.v
export SDC_FILE = /design/flow/constraint.sdc
export NUM_CORES = 4
export LEC_CHECK = 1
export CORE_AREA = 10 10 91 91
export DIE_AREA = 0 0 101 101
$ cat design/flow/constraint.sdc
current_design ProgramCounter

set clk_period 1.0
set clk_io_pct 0.2

create_clock -name clk0 -period $clk_period [get_ports {clk}]

set non_clock_inputs [all_inputs -no_clocks]
set_input_delay [expr $clk_period * $clk_io_pct] -clock clk0 $non_clock_inputs
set_output_delay [expr $clk_period * $clk_io_pct] -clock clk0 [all_outputs]
$ cat design/flow/design.v
module ProgramCounter (
    input logic clk,            
    input logic reset,         
    input logic enable,        
    input logic [31:0] pc_next,  
    output logic [31:0] pc      
);
    always_ff @(posedge clk) begin
        if (reset) begin
            pc <= 32'b0;       
        end else if (enable) begin
            pc <= pc_next;     
        end  
    end
endmodule
$ cat design/flow/run.sh
#!/bin/bash
# OpenROAD 26Q1-2900-gdf79404cd8, Yosys 0.63+post, stock flow scripts
make -C /OpenROAD-flow-scripts/flow DESIGN_CONFIG=/design/flow/config.mk WORK_HOME=/design/flow/orfs finish
==> job_summary.md <==
## PnR job results

| Metric | Value |
|---|---|
| Die Wd | 101 um |
| Post-CTS Hold Fix Bufs | 0 |
| Wire length per cell | about 13 um |
| H-tree levels | 2 |
| Vias in the first global route | between 900 and 1,000 |
| Ports | ~67 |
| Global Route Usage Sum | 0.06039 |
| Crit. End Element | output pin |
| Synth unique cells | 6 |
| Total power | about 3 mW |
| List of most frequent post-synthesis cells | 32 x dfxtp_1, 32 x mux2i_1, 32 x nor2_1, 3 x buf_12, 3 x clkbuf_1 |
| Crit share post-route | 0.9543 |
| RSZ-0062 raised after global routing | no |
| Fin. Hold Viols | 0 |
| Top cells by area | dfxtp_1 55%, mux2i_1 28%, nor2_1 10%, buf_12 5.2%, buf_6 0.97% |
| Final worst setup slack | 0.04571 ns |
| Num rows | 29 |
| CTS tree | built |
| WL final | approximately 3.1 mm |
| Buffer-and-inverter tally for the worst setup path | 1 |
| Die H | ~100 um |
| Post-synthesis simple-gate area fraction | 0.1032 |
| Ys cells | 103 |
| Main synth FF type | dfxtp_1 |
| Tool Warnings | 25 |
| Initial antenna violation count | 0 |
| Adder share | 0 |
| Initial Utilization | 0.1833 |
| Top delay family on crit path | flip-flops |
| First-iteration detailed-routing DRC count | 21 |
| Core ar. | about 6300 um^2 |
| Critical Path Source Type | flip-flop |
| First-pass GRT wire length | around 5.1 mm |
| CP max-delay cell | dfxtp_2 |
| EDFF count, synth | 0 |
| Slew HR | 0.9086 |
| Grt ovf | 0 |
| Drt pass-1 iters | 2 |
| Mapped Cells | about 100 |
| Top cell area share | 0.5505 |
| Worst Path Required | around 0.80 ns |
| Setup TNS | 0 ns |
| Fin. max-slew vios | 0 |
| IO buf count | approximately 66 |
| Max Cap Viol | 0 |
| Arrival time of the worst setup path | roughly 0.75 ns |
| Seq/Total Area, Yosys | 0.5505 |
| Largest registers | pc x32 |
| Cell taking the most area after synthesis | dfxtp_1 |
| YS warnings | 1 |
| Avg Cell Area, Syn | 11.30 um^2 |
| Place WS | -0.1027 ns |
| Hold Path Class | in -> reg |
| Layout cells sized above 1 | 0.4310 |
| Critical path fanouts, max | 2 |
| Worst path cell trace | clkdlybuf4s15_1 |
| Diode count | 0 |
| Gpl congestion | 0.6725 |
| Fraction of registers with async set/reset | 0 |
| Chip Area | 10,200 um^2 |
| Pleak | approximately 0.9 nW |
| Vias per cell | ~3.7 |
| Tmin final | around 0.95 ns |
| Outcome | complete, no violations |
| Synth logic family | multiplexers |
| Yosys reg bits | 32 |
| Final ANT Viol Nets | 0 |
| Num CTS Buffers | 5 |
| Root Buffer | clkbuf_8 |
| Maximum vdd drop | between 600 and 700 uV |
| Max incr delay on CP | 0.32 ns |
| Routed vias | roughly 940 |
| Area Overhead vs Synth | 62.69% |
| Final Core Density | 0.2981 |
| Yosys stat area | about 1200 um^2 |
| Hpwl dp | ~2.3 mm |
| Largest net degree at the start of global routing | 33 |
| Compound-gate portion of the synthesized area | 0 |
| Post CTS Setup Buffer Count | 0 |
| DRC errors left | 0 |
| MUX share of area | 0.2753 |
| PD cells | roughly 1600 nW/um^2 |
| Clk slew on worst S/H paths | around 0.07 ns |
| Setup-failing EPs final | 0 |
| Netlist Area Pre-Place | ~1200 um^2 |
| Largest register FFs | 32 |
| Clock Skew | 0 ns |
| Crit path kind | reg -> out |
| Worst-Skew Late Latency | between 0.2 and 0.3 ns |
| Max clock buf depth | 2 |
| Largest Register | pc |
| Xor/xnor share | 0 |
| Worst Max-Slew Pin Slew | 0.1332 ns |
| FMAX | approximately 1000 MHz |
| CTS sink count | 32 |
==> final cells by class <==
| type | count | area, um^2 |
|---|---|---|
| clock inverter | 2 | 35.03 |
| multi-input combinational | 64 | 440.4 |
| sequential | 32 | 680.7 |
| tap | 77 | 96.34 |
| clock buffer | 6 | 72.57 |
| timing repair buffer | 70 | 568.0 |
| fill | 665 | 4457 |
==> metal layers <==
layer  vias up  track usage  wire [um]
li1        474            -          -
met3         4      0.02218        225
met4         0      0.01179         63
met2        42      0.08943       1375
met1       417      0.08319       1481
met5         -            0          0
==> layout by cell type, fill, tap and decap left out <==
cell type | Yosys | final
buf_12 | 3 | 3
buf_2 | 0 | 3
buf_4 | 0 | 1
bufinv_16 | 0 | 1
clkbuf_1 | 3 | 1
clkbuf_2 | 0 | 29
clkbuf_8 | 0 | 5
clkdlybuf4s15_1 | 0 | 1
clkdlybuf4s50_1 | 0 | 33
clkinv_2 | 0 | 1
dfxtp_2 | 0 | 32
mux2i_1 | 32 | 32
nor2_1 | 32 | 32
==> cell families (layout without fill, tap and decap cells) <==
kind of cell,Yosys count,count (layout)
flops,32,32
buf+inv,7,78
simple gates,32,32
mux,32,32
==> path summary, 6_finish.rpt <==
path            end  cells past startpoint  slack [ns]  startpoint
min          pc[19]                      4        0.43      enable
max reg2reg  pc[30]                      3        0.30      pc[30]
min reg2reg  pc[19]                      2        0.48      pc[19]
max          pc[23]                      1        0.05      pc[23]
==> repair_timing <==
| action | in CTS | in global routing |
|---|---|---|
| endpoints found under the setup margin | 32 | 29 |
| gates resized | 99 | 29 |
| hold endpoints to repair | 0 | 0 |
==> stage by stage <==
stage	instances	area, um^2	hold slack [ns]
floorplan	103	1164	0.2724
global placement	243	1901	0.4709
detailed placement	243	1901	0.4805
CTS	251	2038	0.4326
global route	251	1893	0.4481
finish	251	1893	0.4347
==> power breakdown <==
group          switching [mW]  internal, mW
sequential             0.0349          1.37
combinational           0.125         0.260
clock                   0.464         0.739
total                   0.624          2.36
Power and IR drop assume default switching activity.
